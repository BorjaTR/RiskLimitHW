--- ./run.sh ---
#!/bin/bash
# OpenROAD 26Q1-2900-gdf79404cd8, Yosys 0.63+post, stock flow scripts
make -C /OpenROAD-flow-scripts/flow DESIGN_CONFIG=/design/flow/config.mk WORK_HOME=/design/flow/orfs finish
--- ./config.mk ---
export PLATFORM = sky130hd
export DESIGN_NAME = sentinel_core
export DESIGN_NICKNAME = sentinel_core
export VERILOG_FILES = /design/flow/design.v
export SDC_FILE = /design/flow/constraint.sdc
export NUM_CORES = 4
export LEC_CHECK = 1
export CORE_UTILIZATION = 30
--- ./constraint.sdc ---
current_design sentinel_core

set clk_period 8.6
set clk_io_pct 0.2

create_clock -name clk0 -period $clk_period [get_ports {aclk}]

set non_clock_inputs [all_inputs -no_clocks]
set_input_delay [expr $clk_period * $clk_io_pct] -clock clk0 $non_clock_inputs
set_output_delay [expr $clk_period * $clk_io_pct] -clock clk0 [all_outputs]
--- ./design.v ---
`timescale 1ns/1ps
module sentinel_core (
    input  logic        aclk,
    input  logic        aresetn,
    input  logic [63:0] s_axis_tdata,
    input  logic        s_axis_tvalid,
    input  logic        s_axis_tlast,
    output logic        s_axis_tready,
    output logic [63:0] m_axis_tdata,
    output logic        m_axis_tvalid,
    output logic        m_axis_tlast,
    input  logic        m_axis_tready,
    input  logic [31:0] s_axil_awaddr,
    input  logic        s_axil_awvalid,
    output logic        s_axil_awready,
    input  logic [31:0] s_axil_wdata,
    input  logic        s_axil_wvalid,
    output logic        s_axil_wready,
    output logic [1:0]  s_axil_bresp,
    output logic        s_axil_bvalid,
    input  logic        s_axil_bready,
    input  logic [31:0] s_axil_araddr,
    input  logic        s_axil_arvalid,
    output logic        s_axil_arready,
    output logic [31:0] s_axil_rdata,
    output logic [1:0]  s_axil_rresp,
    output logic        s_axil_rvalid,
    input  logic        s_axil_rready
);
    logic [31:0] reg_control;
    logic [31:0] reg_limit_shadow; 
    logic [31:0] reg_violation_count;
    logic [63:0] reg_dropped_snapshot;  
    logic [39:0] active_limit; 
    logic aw_en;
    always_ff @(posedge aclk or negedge aresetn) begin
        if (!aresetn) begin
            s_axil_awready <= 0;
            s_axil_wready  <= 0;
            s_axil_bvalid  <= 0;
            s_axil_bresp   <= 0;
            reg_control    <= 1;  
            reg_limit_shadow <= 1000;  
            aw_en          <= 1;
        end else begin
            if (~s_axil_awready && s_axil_awvalid && s_axil_wvalid && aw_en) begin
                s_axil_awready <= 1;
                s_axil_wready  <= 1;
            end else begin
                s_axil_awready <= 0;
                s_axil_wready  <= 0;
            end
            if (s_axil_awready && s_axil_wready && s_axil_awvalid && s_axil_wvalid) begin
                case (s_axil_awaddr[4:0]) 
                    5'h00: reg_control      <= s_axil_wdata;
                    5'h04: reg_limit_shadow <= s_axil_wdata;
                    default: ;  
                endcase
            end
            if (s_axil_awready && s_axil_wready && s_axil_awvalid && s_axil_wvalid) begin
                s_axil_bvalid <= 1;
                s_axil_bresp  <= 2'b00;  
            end else if (s_axil_bready && s_axil_bvalid) begin
                s_axil_bvalid <= 0;
            end
        end
    end
    always_ff @(posedge aclk or negedge aresetn) begin
        if (!aresetn) begin
            s_axil_arready <= 0;
            s_axil_rvalid  <= 0;
            s_axil_rdata   <= 0;
            s_axil_rresp   <= 0;
        end else begin
            if (~s_axil_arready && s_axil_arvalid) begin
                s_axil_arready <= 1;
            end else begin
                s_axil_arready <= 0;
            end
            if (s_axil_arready && s_axil_arvalid && ~s_axil_rvalid) begin
                s_axil_rvalid <= 1;
                s_axil_rresp  <= 2'b00; 
                case (s_axil_araddr[4:0])
                    5'h00: s_axil_rdata <= reg_control;
                    5'h04: s_axil_rdata <= reg_limit_shadow;
                    5'h08: s_axil_rdata <= reg_violation_count;
                    5'h0C: s_axil_rdata <= reg_dropped_snapshot[31:0];   
                    5'h10: s_axil_rdata <= reg_dropped_snapshot[63:32];  
                    default: s_axil_rdata <= 0;
                endcase
            end else if (s_axil_rvalid && s_axil_rready) begin
                s_axil_rvalid <= 0;
            end
        end
    end
    always_ff @(posedge aclk or negedge aresetn) begin
        if (!aresetn) begin
            active_limit <= 40'd1000;
        end else begin
            if ((s_axis_tlast && s_axis_tvalid && m_axis_tready) || !s_axis_tvalid || reg_control[0] == 0) begin
                active_limit <= {8'b0, reg_limit_shadow}; 
            end
        end
    end
    logic pass_check;
    logic [63:0] data_reg;
    logic valid_reg;
    logic last_reg;
    logic violation_detected;
    logic [39:0] amount;
    logic [15:0] dest_id; 
    assign amount  = s_axis_tdata[39:0];
    assign dest_id = s_axis_tdata[55:40];
    always_comb begin
        if ((amount > active_limit) && reg_control[0]) begin
            pass_check = 1'b0; 
            violation_detected = 1'b1;
        end else begin
            pass_check = 1'b1;
            violation_detected = 1'b0;
        end
    end
    always_ff @(posedge aclk or negedge aresetn) begin
        if (!aresetn) begin
            valid_reg <= 0;
            data_reg  <= 0;
            last_reg  <= 0;
            reg_violation_count <= 0;
            reg_dropped_snapshot <= 0;
        end else begin
            if (m_axis_tready || !valid_reg) begin
                valid_reg <= s_axis_tvalid && pass_check;
                data_reg  <= s_axis_tdata;
                last_reg  <= s_axis_tlast;
                if (s_axis_tvalid && violation_detected) begin
                    reg_violation_count <= reg_violation_count + 1;
                    reg_dropped_snapshot <= s_axis_tdata;  
                end
            end
        end
    end
    assign m_axis_tvalid = valid_reg;
    assign m_axis_tdata  = data_reg;
    assign m_axis_tlast  = last_reg;
    assign s_axis_tready = m_axis_tready; 
endmodule
==> impl_metrics.py <==
# Synthesis and PnR figures
metrics = {
    "clock_tree": {
        "cts_buffers": 36,
        "clock_path_buffers": 3,
        "cts_resized": 0,
        "clkSlewWorstSetupHoldPaths_ns": 0.06,
        "cts_tree": "done",
        "hold_buffers": 0,
        "htreeDepth": 2,
        "cts.sink_count": 294,
        "cts_setup_buffers": 0,
        "insertion_delay_ns": 0.53,
        "root_buffer": "clkbuf_16",
    },
    "final_layout": {
        "final_layout_size_suffix_gt1_frac": 0.245,
        "layout.cells.non_filler": 1776,
        "fin_area_um2": 17000,
        "final_core_util": 0.401,
        "syn_to_final_growth_pct": 30.9,
    },
    "synthesis": {
        "ys_cells": 956,
        "yosys.area.top_type_share": 0.543,
        "ys_chip_area_um2": 13000,
        "common_cells": "dfrtp_1 (281), mux2_2 (160), a21oi_1 (43), mux2_1 (38), a21o_1 (35)",
        "top_cell": "dfrtp_1",
        "synth_cells": 956,
        "ys_types": 49,
        "yosysTopAreaCell": "dfrtp_1",
        "area_leaders": "dfrtp_1 (54%), mux2_2 (14%), mux2_1 (3.3%), ha_1 (3.2%), mux2_4 (3.1%)",
        "synthFlopType": "dfrtp_1",
        "postSynthSeqShare": 0.569,
        "ys.flops": 294,
        "edf_count": 0,
        "synth_area_um2": 13000,
        "yosys_warnings": 1,
        "synth_area_per_cell_um2": 13.6,
        "postSynth.asyncResetShare": 1.00,
    },
    "run": {
        "warning_count": 81,
        "cap_violations": 0,
    },
    "worst_setup_path": {
        "path_cells": "clkdlybuf4s50_1, clkdlybuf4s50_1",
        "setup.worst_path.start_class": "input pin",
        "critPathKind": "input pin to output port",
        "critPathMaxStageDelay_ns": 0.64,
        "cp_top_family": "buffers and inverters",
        "critPathCaptureType": "output port",
        "rr_worst_depth": 9,
        "cpMostUsedCell": "clkdlybuf4s50_1",
        "worst_path_max_delay_cell": "clkdlybuf4s50_1",
        "crit_buf_inv": 2,
        "path_max_fanout": 3,
        "worst-path-stages": 2,
        "cp.required_ns": 6.88,
        "critical_path_arrival_ns": 2.88,
    },
    "die": {
        "die_y_um": 210,
        "ios": 278,
        "rows": 75,
        "dieWidth_um": 210,
        "fp_util": 0.306,
        "die_area_um2": 44000,
        "core_um2": 42300,
    },
    "place": {
        "placed_area_um2": 15800,
        "numPortBuffers": 219,
        "post-place-cells": 1714,
        "gp_congestion": 0.814,
        "pre_cts_ws_ns": 3.46,
        "hpwl_mm": 22.6,
    },
    "routing": {
        "drt-pass1-iter-count": 7,
        "antenna_left": 0,
        "drc_errors": 0,
        "via_per_inst": 4.85,
        "post_drt_wl_per_cell_um": 19.7,
        "drt_first_iter_violations": 497,
        "vias": 8606,
        "drt-total-wl_mm": 34.9,
        "n_antenna_cell": 0,
    },
    "power": {
        "power.density_nw_per_um2": 200,
        "vdd_drop_max_mv": 0.132,
        "p_leak_uw": 0.00764,
    },
    "status": {
        "status": "complete, no violations",
    },
    "hold_path": {
        "min_path_type": "register to register",
        "hold_path_depth": 1,
    },
    "global_routing": {
        "globalRouteOverflowTotal": 0,
        "grt_pass1_vias": 9051,
        "grt_pass1_wl_mm": 54.6,
        "grt_max_degree": 118,
        "antenna_found_initial": 0,
        "grt_usage": 0.168,
    },
    "sta": {
        "hold_violations": 0,
        "finalClockPeriodUsage": 0.535,
        "clock.fmax_mhz": 217,
        "final_max_slew_viol_count": 0,
        "setup_slack_ns": 4.00,
        "worst_pin_slew_ns": 0.837,
        "maxSlewHeadroom": 0.438,
        "rsz0062_at_grt": "no",
        "setup_violations": 0,
        "period_minus_slack_ns": 4.60,
        "setup_tns_ns": 0,
        "fin_skew_ns": 0.0134,
    },
}
cells in the final DEF, fill, tap and decap left out, types with 3 or more instances in the layout:
cell type,count
clkbuf_16,37
clkinv_2,5
mux2_2,160
a21oi_1,42
nor2_1,15
inv_1,34
dfrtp_1,281
nand4_1,20
clkbuf_8,10
dfstp_2,13
nand3_1,11
nand2_1,22
a22oi_1,32
nor2b_1,5
a211oi_1,3
xnor2_1,10
conb_1,4
xor2_1,21
a222oi_1,32
clkinvlp_4,3
buf_4,16
mux2_1,38
nor3_1,12
clkbuf_1,4
clkdlybuf4s50_1,218
a21o_1,35
mux2_4,27
o21ai_0,8
ha_1,33
nand3_2,3
and3_1,7
per-layer routing:
| layer | up-vias | GRT usage | share of wire |
|---|---|---|---|
| li1 | 3950 | - | - |
| met1 | 4338 | 0.242 | 0.44 |
| met2 | 276 | 0.266 | 0.47 |
| met3 | 42 | 0.0449 | 0.072 |
| met4 | 0 | 0.0262 | 0.017 |
| met5 | - | 0 | 0 |
cell families (layout without fill, tap and decap cells):
| logic type | count (synthesis) | in the layout | share of synthesized area |
|---|---|---|---|
| muxes | 225 | 225 | 0.203 |
| and+or+nand+nor | 119 | 119 | 0.0514 |
| AOI/OAI and AO/OA | 161 | 161 | 0.0908 |
| other | 1 | 4 | 0.000289 |
| adders and majority gates | 33 | 33 | 0.0319 |
| xor gates and xnor gates | 31 | 31 | 0.0209 |
| buffers and inverters | 92 | 332 | 0.0325 |
| DFF | 294 | 294 | 0.569 |
area by class of cell:
class	count	area, um^2
clock inverters	11	95.1
flip-flops and latches	294	7370
multi-input cells	573	5230
fillers	3936	25400
inverters	34	128
clock buffers	51	1080
well taps	577	722
repair buffers	236	2340
final timing paths:
path / from / to / slack, ns
worst min-delay path: s_axil_rdata[17]$_DFFE_PN0P_ / s_axil_rdata[17]$_DFFE_PN0P_ / 0.47
worst max-delay path: m_axis_tready / s_axis_tready / 4.00
max in group asynchronous: aresetn / active_limit[28]$_DFFE_PN0P_ / 5.64
worst min register to register: s_axil_rdata[17]$_DFFE_PN0P_ / s_axil_rdata[17]$_DFFE_PN0P_ / 0.47
worst max register to register: active_limit[21]$_DFFE_PN0P_ / reg_dropped_snapshot[46]$_DFFE_PN0P_ / 5.46
min in group asynchronous: aresetn / data_reg[47]$_DFFE_PN0P_ / 1.14
power by group:
group | internal, uW | switching, uW | leakage (uW) | total [uW]
sequential | 1490 | 61.1 | 0.00386 | 1550
combinational | 212 | 127 | 0.00321 | 338
clock | 902 | 590 | 0.000575 | 1490
total | 2610 | 777 | 0.00764 | 3380
through the flow:
step                      power, uW  hold slack [ns]
after floorplan                1710            0.402
after global placement         1920            0.461
after detailed placement       1920            0.462
after CTS                      3440            0.473
after global routing           3540            0.493
final                          3380            0.475
Power figures rest on the tool's default switching activity, not on a simulated workload.
